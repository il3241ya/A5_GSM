==> design.v <==
module cipher #(
    parameter REG1LEN = 19,
    parameter REG2LEN = 22,
    parameter REG3LEN = 23,
    parameter MASK1 = 19'h07200,
    parameter MASK2 = 22'h300000,
    parameter MASK3 = 23'h700100,
    parameter SYNCBIT1 = 8,
    parameter SYNCBIT2 = 10,
    parameter SYNCBIT3 = 10,
    parameter FRAMENUMLEN = 22,
    parameter KEYLEN = 64,
    parameter CHUNKLEN = 114,
    parameter COUNTERLEN = 32
) (
    input in,
    input [FRAMENUMLEN + KEYLEN - 1:0] seq,
    input clock,
    input control,
    input reset,
    output reg out
);
    wire F;
    wire gamma;
    wire outR1;
    wire outR2;
    wire outR3;
    wire syncR1;
    wire syncR2;
    wire syncR3;
    rcloss #(.FEEDBACK(MASK1), .REGLEN(REG1LEN), .SYNCBITPOS(SYNCBIT1)) loss1 (
        .seq(seq),
        .clock(clock),
        .reset(reset),
        .majority(F),
        .exposed(outR1),
        .sync(syncR1)
    );
    rcloss #(.FEEDBACK(MASK2), .REGLEN(REG2LEN), .SYNCBITPOS(SYNCBIT2)) loss2 (
        .seq(seq),
        .clock(clock),
        .reset(reset),
        .majority(F),
        .exposed(outR2),
        .sync(syncR2)
    );
    rcloss #(.FEEDBACK(MASK3), .REGLEN(REG3LEN), .SYNCBITPOS(SYNCBIT3)) loss3 (
        .seq(seq),
        .clock(clock),
        .reset(reset),
        .majority(F),
        .exposed(outR3),
        .sync(syncR3)
    );
    assign gamma = outR1 ^ outR2 ^ outR3;
    assign F = syncR1 & syncR2 | syncR1 & syncR3 | syncR2 & syncR3;
    assign out = (control && !reset) ? in ^ gamma : 0;
endmodule
module rcloss #(
    parameter FEEDBACK = 0,
    parameter KEYLEN = 64, 
    parameter FRAMENUMLEN = 22,
    parameter REGLEN = 0,
    parameter SYNCBITPOS = 0
)(
    input [KEYLEN + FRAMENUMLEN - 1:0] seq,
    input clock,
    input reset,
    input majority,
    output reg exposed,
    output reg sync
);
    integer counter;
    reg[REGLEN - 1:0] register;
    always @ (posedge clock) begin
        if (reset) begin
            if (counter == KEYLEN + FRAMENUMLEN - 1) begin
                register = {REGLEN {1'b0}};
                counter = 0;
            end
            register[0] = register[0] ^ seq[counter];
            counter = counter + 1;
            register = {register[REGLEN - 2:0], ^(register & FEEDBACK)};
        end else if (majority == register[SYNCBITPOS]) begin
            register = {register[REGLEN - 2:0], ^(register & FEEDBACK)};
        end
        exposed = register[REGLEN - 1];
        sync = register[SYNCBITPOS];
    end
    initial begin
        counter = 0;
        register = {REGLEN {1'b0}};
    end
endmodule
==> run.sh <==
#!/bin/bash
# OpenROAD 26Q1-2900-gdf79404cd8, Yosys 0.63+post, stock flow scripts
make -C /OpenROAD-flow-scripts/flow DESIGN_CONFIG=/design/flow/config.mk WORK_HOME=/design/flow/orfs finish
==> config.mk <==
export PLATFORM = sky130hd
export DESIGN_NAME = cipher
export DESIGN_NICKNAME = cipher
export VERILOG_FILES = /design/flow/design.v
export SDC_FILE = /design/flow/constraint.sdc
export NUM_CORES = 4
export LEC_CHECK = 1
export CORE_UTILIZATION = 40
==> constraint.sdc <==
current_design cipher

set clk_period 5.9
set clk_io_pct 0.2

create_clock -name clk0 -period $clk_period [get_ports {clock}]

set non_clock_inputs [all_inputs -no_clocks]
set_input_delay [expr $clk_period * $clk_io_pct] -clock clk0 $non_clock_inputs
set_output_delay [expr $clk_period * $clk_io_pct] -clock clk0 [all_outputs]
==> results.cfg <==
; flow metrics
[synthesis]
ys.flop_type = edfxtp_1
netlist.area_leader.share = 0.441
postSynthAreaPerCell_um2 = 10.4
async_flop_share = 0
synthTopCellsByCount = edfxtp_1 (154), nand2_1 (87), xnor2_1 (75)
yosys.stat.seqShare = 0.464
area_leaders = edfxtp_1 (44%), xnor2_1 (6.3%), mux2i_1 (5.0%)
top_cell = edfxtp_1
synth-edff-count = 154
synth.distinct_cells = 79
ys_cells = 1008
syn_area_um2 = 10500
top_area_cell = edfxtp_1
synth_chip_area_um2 = 10500
synthCells = 1008
yosys_warnings = 4
numSynthFlops = 166

[placed_design]
portBuffers = 90
gp_congestion = 0.992
pre_cts_slack_ns = 2.04
hpwl_um = 21200
post_dp_cell_area_um2 = 11700
dp.cells = 1384

[clocking]
numCtsBuffers = 17
cts.repair.resized = 0
clock_sinks = 166
root_buffer = clkbuf_16
cts_setup_buffers = 0
clock_latency_ns = 0.43
cts_max_path_buffers = 2
cts_max_level = 4
clk_pin_slew_ns = 0.07
cts_tree = yes
hold_buffers = 0

[global_routing]
grt_pass1_wl_um = 46100
gr-total-overflow = 0
grt_util_all_layers = 0.240
grt_max_degree = 51
grt_pass1_vias = 7998
grt_antenna_before_repair = 2

[route]
drt_first_pass_iters = 8
drt-total-wl_um = 29300
routedWlPerCell_um = 20.7
post_drt_via_cell_ratio = 5.74
drt_iter0_markers = 841
dr_total_vias = 8141
drc = 0
drt.antenna.violating_nets = 0

[timing]
setup_ws_ns = 2.08
tns_ns = 0
tightest_slew_ns = 0.832
clock.fmax_ghz = 0.262
slew_headroom = 0.445
min_period_over_period = 0.648
fin_skew_ns = 0.0183
hold_violations = 0
rsz0062_at_grt = false
fin_crit_ns = 3.82
report.final.slew_viol_count = 0
setup_viol = 0

[setup_path]
cp_slowest_cell = edfxtp_1
crit_path_end_kind = register
startpoint_type = register
cp.arrival_ns = 3.99
r2r_cells = 9
critical_path.cell_chain = nor3b_1 -> nand3_1 -> or3_1 -> and3_1 -> a2111oi_0 -> nor3_1 -> o311ai_1 -> a21oi_1 -> o21bai_1
crit_required_ns = 6.07
critPathKind = reg2reg
critPathMaxStageDelay_ns = 0.67
crit_fanout = 17

[flow_run]
warning_count = 25
maxCapViolations = 0

[finish]
final_cells = 1419
finish.instance_area_um2 = 12300
syn2layout_area_growth_pct = 17.1
drive_gt1_frac = 0.0856

[min_path]
hp-class = reg2reg
hold_depth = 1

[floorplanning]
rows = 58
core_area_um2 = 25500
fp_util = 0.412
die_h_um = 164
die_w_um = 164
ios = 91
die_area_um2 = 26900

[run_status]
status = finished, final reports clean

[pwr]
powerDensity_nw_per_um2 = 319
peakVddDrop_v = 0.000203
p_leak_nw = 4.33
fin_total_pwr_mw = 3.93
## cell type report
class / instances / area [um^2]
fill: 2294 / 13200
multi-input combinational: 749 / 5260
sequential: 166 / 4860
timing repair buffer: 105 / 1010
clock buffer: 18 / 439
tap: 330 / 413
clock inverter: 14 / 166
inverter: 34 / 128
antenna: 3 / 7.51
## registers in the layout, indices dropped and copies added, names as in the netlist, 19 cells and up
name / cells
loss1.register: 19
loss1.counter: 32
loss2.register: 22
loss3.register: 23
loss2.counter: 32
loss3.counter: 32
## worst max-delay path, delay by kind of cell (launching register included)
family	cells	cell delay, ns
AND-OR/OR-AND	4	1.00
flip-flops	1	0.67
AND/OR/NAND/NOR	5	1.88
## routing by layer
metal	vias to the layer above	wire, um	GRT usage
met3	51	2350	0.0675
met1	3854	13200	0.380
met5	-	62	0.0170
li1	3925	-	-
met2	309	13000	0.343
met4	2	757	0.0543
## power breakdown
group | leakage [nW] | internal, mW | switching, mW
logic | 2.36 | 0.428 | 0.527
clock network | 0.296 | 0.648 | 0.503
registers | 1.68 | 1.69 | 0.132
## per-stage QoR
stage | hold WS [ns] | util
6_report | 0.481 | 0.483
5_1_grt | 0.500 | 0.483
4_1_cts | 0.488 | 0.482
3_5_place_dp | 0.467 | 0.459
3_3_place_gp | 0.468 | 0.459
2_1_floorplan | 0.443 | -
## path summary, 6_finish.rpt
kind	slack, ns	start	end
setup / recovery	2.08	loss1.counter[1]	loss1.register[1]
hold / removal	0.48	loss1.register[18]	loss1.register[18]
setup reg to reg	2.08	loss1.counter[1]	loss1.register[1]
hold reg to reg	0.48	loss1.register[18]	loss1.register[18]
## cell usage in the layout, fill, tap and decap left out, types with 25 or more instances in the layout
cell / netlist / final
inv_1: 30 / 30
nor2_1: 65 / 65
a21oi_1: 25 / 25
edfxtp_1: 154 / 154
clkdlybuf4s50_1: 0 / 89
xnor2_1: 75 / 75
xor2_1: 25 / 25
mux2i_1: 52 / 52
nand2_1: 87 / 87
nand3_1: 49 / 49
o21ai_0: 38 / 38
and2_1: 53 / 53
## cell families (layout without fill, tap and decap cells)
group | count (synthesis) | after routing | share of synthesized area
xor gates and xnor gates | 100 | 100 | 0.0835
buffers and inverters | 93 | 171 | 0.0349
other | 0 | 3 | 0
DFF | 166 | 166 | 0.464
and+or+nand+nor | 382 | 382 | 0.191
adders and majority gates | 7 | 7 | 0.00811
muxes | 84 | 84 | 0.101
AOI/OAI and AO/OA | 176 | 176 | 0.118
No activity file was given, so power comes from the tool's default toggle rates.
